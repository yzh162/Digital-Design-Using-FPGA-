==> /design/flow/design.v <==
module LCD(CLK_27, LCD_FPGA_DB,LCD_FPGA_E,LCD_FPGA_RS,LCD_FPGA_RW,RESET,GPIO_SW_E, GPIO_SW_N,GPIO_LED,     Lcd_data, LCDfinish ,show,mark1,mark2);
    input                 CLK_27;
    input                 RESET, GPIO_SW_E, GPIO_SW_N;
    output    [3:0]      LCD_FPGA_DB;
    output    reg         LCD_FPGA_RW;
    output 		          LCD_FPGA_E, LCD_FPGA_RS;
    output  reg [7:0]      GPIO_LED;
	 reg [4:0] state;
	input [7:0] Lcd_data;
	output reg LCDfinish;
	input show;
	input mark1;
	input mark2;
    parameter Idle = 0,   LS1=1,   LS2=2,  LS3=3,   LS4=4,   LS5=5,   LS6=6,
              LS7=7,      LS8=8,   LS9=9,  LS10=10, LS11=11, LS12=12, LS13=13,
			     LS14=14,    LS15=15, LS16=16;
    reg        [4:0]      CS, NS;     
    reg                   Pon_Dly;
    wire                  Busy;
    reg        [7:0]      Data;
    reg                   Strb, RS;
    reg        [7:0]      LED;
    reg        [4:0]      Curpos;
    LCD_write L1( .Clk(CLK_27),   .Strb(Strb),  .Reset(RESET),        .D_in(Data), .D_out(LCD_FPGA_DB), 
	               .E(LCD_FPGA_E), .Busy(Busy),  .RS_out(LCD_FPGA_RS), .RS(RS) );
    always @(posedge CLK_27) begin 
	    if(RESET) begin
		    CS <= Idle;
	    end else begin 
		    CS <= NS;
	    end
    end
    always@(posedge CLK_27) begin 
	     if(GPIO_SW_E | GPIO_SW_N) begin 
		      Pon_Dly <= 1;
		  end else begin
		      Pon_Dly <= 0;
		  end
    end
    always @(*) begin 
	     RS <= 0;                     
	     LCD_FPGA_RW <= 0;            
	     Data <= 0;
	     Strb <= 0;
        case(CS)
	        Idle:	begin
							state <= 0;
				         if(Pon_Dly) NS <= LS1;  
				         else NS <= Idle;
			         end
	         LS1:  begin
				         Data <= 8'b0010_1000;  
				         Strb <= 1;
				         NS <= LS2;
							state <= 1;
			         end
	         LS2:  begin
                     NS <= LS3;
							state <=2;
			         end
	         LS3:  begin
							state <=3;
				         if(Busy)  begin 
					         NS <= LS3;
				         end	else
						      NS <= LS4;
			         end
	         LS4:  begin
				         Data <= 8'b0000_1111;    
				         Strb <= 1;
				         NS <= LS5;state <=4;
			         end
	         LS5:  begin state <=5;
				         if(Busy) begin
					         NS <= LS5;
				         end else
                        NS <= LS6;
			         end
	         LS6:  begin
         				Data <= 8'b0000_0001;    
			         	Strb <= 1;
				         NS <= LS7;state <=6;
			         end
            LS7:  begin state <=7;
				         if(Busy) begin
					         NS <= LS7;
					      end else
                        NS <= LS8;
			         end
	         LS8:  begin
				         Data <= 8'b0000_0110;    
				         Strb <= 1;
				         NS <= LS9;state <=8;
			         end
	         LS9:  begin  GPIO_LED[7:0] <= 8'b0000_0001; 
                     if(Busy) begin
							   NS <= LS9;
							end else begin
                        NS <= LS10;
						LCDfinish<=1;
						end
			         end
			LS10:  begin state <=10;
					GPIO_LED[7:0] <= 8'b0000_0011;    
					if(show) begin
					NS <= LS11; LCDfinish <= 0;
					end else begin
					NS <= LS10; LCDfinish <=1;
					end
				   end
	        LS11:  begin state <=11;GPIO_LED[7:0] <= 8'b0000_0111; 
						if(Lcd_data==10) begin 			 
				         NS<= LS13;
						 end else begin
						 RS <= 1;                 
				         Strb <= 1;
				         Data <= Lcd_data;        
				         NS <= LS12;
						 end
			         end
	        LS12:  begin state <=12;GPIO_LED[7:0] <= 8'b0000_1111;
				         if(Busy) begin
							   NS <= LS12;
							end else begin
							   NS <= LS13;
							   LCDfinish<=1;
							   end
			         end
	        LS13:  begin  state <=13;GPIO_LED[7:0] <= 8'b0001_1111; 
						if(mark1) 
						begin 
							Data <= 8'hC0;Strb <= 1; 
							NS <= LS9;
						end else begin
							NS<=LS14;
						end
                  end
			LS14: begin state <=14;GPIO_LED[7:0] <= 8'b0011_1111;
							if(mark2)
							begin
								NS <= LS15;
								LCDfinish<=1; 
							end	else begin
								NS <= LS9; 
					end	
					end					
	       LS15:  begin  state <=15;GPIO_LED[7:0] <= 8'b0111_1111;
						LCDfinish<=0;
						Data <= 8'b0000_0001;    
			         	Strb <= 1;
						NS <= LS16;
			         end	
			LS16: begin	state <=16;GPIO_LED[7:0] <= 8'b1111_1111;
						 if(Busy) begin
							   NS <= LS16;
							end else begin
                        NS <= LS10;
						end
						end
			 default:  begin NS <= Idle;GPIO_LED[7:0] <= 8'b0000_0000; end
        endcase
    end
endmodule
module LCD_write(Clk, Strb, Reset, D_in, D_out, E, Busy, RS_out, RS);
    output reg	         E;
    input			      Clk,Reset,Strb,RS;
    input      [7:0]    D_in;
    output reg	         Busy, RS_out;
    output reg [3:0]    D_out;
    parameter           DlyTime = 55000;    
    reg 	[16:0]         counter;
    reg 	[7:0]          Data;
    reg                 Enb, Dlbit;
    always @(posedge Clk) begin
		 if(Reset | !Enb)
		    counter <= 0;
		 else
		    counter <= counter + 1;
    end 
    always @ (negedge Clk) begin
	    if(Reset) begin
		     Data = 0;
			  Enb <= 0;
			  Dlbit <= 0;
			  D_out <= 0;
			  Busy <= 0;
		  end	else if(Strb) begin
			  Data = D_in[7:0];
			  Enb <= 1;
			  Busy <= 1;
			  if(RS) RS_out <= 1;
		  end
		  if(counter == 7'b100_0000) begin
			  Dlbit <= 1;
			  RS_out <= 0;
		  end	else if(counter == DlyTime) begin
			  Dlbit <= 0;
			  Enb <= 0;
			  Busy <= 0;
		  end
        if((Dlbit == 0)&&(Enb == 1)) begin
			  E <= counter[4];
		     if(counter[5] == 0)
			     D_out <= Data[7:4];
		     else
			     D_out <= Data[3:0];
		  end
   end
endmodule
==> /design/flow/run.sh <==
#!/bin/bash
# OpenROAD 26Q1-2900-gdf79404cd8, Yosys 0.63+post, stock flow scripts
make -C /OpenROAD-flow-scripts/flow DESIGN_CONFIG=/design/flow/config.mk WORK_HOME=/design/flow/orfs finish
==> /design/flow/config.mk <==
export PLATFORM = sky130hd
export DESIGN_NAME = LCD
export DESIGN_NICKNAME = LCD
export VERILOG_FILES = /design/flow/design.v
export SDC_FILE = /design/flow/constraint.sdc
export NUM_CORES = 4
export LEC_CHECK = 1
export CORE_UTILIZATION = 50
==> /design/flow/constraint.sdc <==
current_design LCD

set clk_period 4.6
set clk_io_pct 0.2

create_clock -name clk0 -period $clk_period [get_ports {CLK_27}]

set non_clock_inputs [all_inputs -no_clocks]
set_input_delay [expr $clk_period * $clk_io_pct] -clock clk0 $non_clock_inputs
set_output_delay [expr $clk_period * $clk_io_pct] -clock clk0 [all_outputs]
==> results.json <==
{
  "via_per_inst": 5.33,
  "xor_area_share_pct": 3.23,
  "r2r_end": "L1.D_out[2]$_SDFFCE_NN0P_",
  "mux_area_share_pct": 1.74,
  "edf_count": 5,
  "comb_area_sq_um": 1220,
  "setup_viol_count_final": 0,
  "port_buffers": 29,
  "first_pass_iters": 4,
  "ys_cells": 262,
  "cap_violations": 0,
  "die-area_sq_um": 5170,
  "min_path_type": "flop to flop",
  "crit_fanout": 5,
  "overflow": 0,
  "yosys-top-cells-count": "dfxtp_1 (47), nor2_1 (28), nor3_1 (16)",
  "rr_worst_depth": 4,
  "r2r-start": "CS[3]$_DFF_P_",
  "unclocked_regs": 9,
  "warnings": 45,
  "power.total_uw": 885,
  "tritoncts": "built",
  "synth.avg_cell_area_sq_um": 9.33,
  "die_x_um": 71.9,
  "tightest_slew_ns": 0.550,
  "grt_pass1_vias": 1928,
  "dp_hpwl_um": 3630,
  "untimed_endpoints": 18,
  "area_growth_pct": 31.3,
  "ant_nets": 0,
  "core_util_floorplan_pct": 51.7,
  "synth_cell_type_count": 55,
  "pwr_density_cell_nw_per_um2": 276,
  "cts-root-buf": "clkbuf_8",
  "max-slew-margin-rel_pct": 63.0,
  "synthArstFlopShare_pct": 0,
  "top_cells_by_area": "dfxtp_1 (39%), edfxtp_1 (6.1%), dlxtn_1 (5.5%), nor2_1 (4.3%), nor3_1 (3.3%)",
  "critPathCapture": "L1.D_out[1]$_SDFFCE_NN0P_",
  "finalHoldViolCount": 0,
  "grt_max_degree": 24,
  "track_usage_pct": 22.2,
  "dpl_cell_area_sq_um": 2920,
  "ys_chip_area_sq_um": 2440,
  "drcViolationCount": 0,
  "pin_count": 31,
  "path_cells": "clkdlybuf4s15_1 -> or4_4 -> o21a_4 -> buf_6 -> o31ai_2 -> o22ai_2",
  "hold_buffers": 0,
  "clock_path_buffers": 2,
  "fp-row-count": 25,
  "pre_cts_ws_ns": -0.695,
  "leakage_uw": 0.00130,
  "worstPathRequired_ns": 2.38,
  "drive_above_1_share_pct": 20.0,
  "synth_area_sq_um": 2440,
  "synthCells": 262,
  "antenna_cells": 0,
  "grt_pass1_wl_um": 8830,
  "setup_slack_ns": 0.0143,
  "clk_pin_slew_worst_paths_ns": 0.09,
  "outcome": "completed",
  "yosysMostFrequentCell": "dfxtp_1",
  "ys_warn_count": 2,
  "drt-initial-drc-count": 195,
  "irDropWorstVdd_mv": 0.204,
  "wire_per_inst_um": 13.2,
  "synth_top_cell_by_area": "dfxtp_1",
  "start_kind": "primary input",
  "critPathCaptureType": "flop",
  "cp_data_arrival_time_ns": 2.36,
  "final_util_pct": 67.9,
  "synth.top_cell.area_share_pct": 38.5,
  "regArea_sq_um": 1230,
  "tns_ns": 0,
  "synthFlopType": "dfxtp_1",
  "antenna_found_initial": 0,
  "routed-via-count": 2115,
  "clkLatencyLatePin_ns": 0.35,
  "synth.logic.top_family": "simple AND/OR/NAND/NOR gates",
  "synth_flops": 61,
  "routed_wl_um": 5260,
  "reg2reg_slack_ns": 0.47,
  "fa_ha_area_share_pct": 1.02,
  "slowest_stage": "or4_4",
  "cts_max_level": 2,
  "crit_start": "Lcd_data[6]",
  "max_stage_delay_ns": 0.55,
  "path_class": "primary input to flop",
  "gp_congestion": 0.871,
  "cts_buffers": 5,
  "fillers": 385,
  "coreArea_sq_um": 4720,
  "simple_gate_share_pct": 25.2,
  "clock_skew_ns": 0.0610,
  "die_height_um": 71.9,
  "ys_sh_aoi_pct": 14.8,
  "final_max_slew_viol_count": 0,
  "fin_area_sq_um": 3210
}
==> through the flow <==
| step | hold WS, ns | cells |
|---|---|---|
| global placement | 0.427 | 366 |
| finish | 0.449 | 397 |
| detailed placement | 0.444 | 366 |
| global route | 0.500 | 397 |
| CTS | 0.458 | 397 |
| floorplan | 0.414 | 262 |
==> metal layers <==
metal	routed length [um]	track usage [%]
met2	2420	35.1
met4	62	4.36
met3	254	4.37
met5	0	0
met1	2520	33.6
==> area by class of cell <==
type                    instances  share of cell area (%)
flip-flops and latches         61                    38.2
multi-input cells             181                    38.1
repair buffers                 56                    15.4
clock buffers                   7                    2.69
well taps                      67                    2.61
clock inverters                18                    2.11
inverters                       7                   0.819
==> worst min-delay path by stage <==
stage,startpoint,to,slack [ns],cells past startpoint
5_1_grt,L1.counter[0]$_SDFF_PP0_,L1.counter[0]$_SDFF_PP0_,0.50,1
6_report,Pon_Dly$_DFF_P_,CS[0]$_DFF_P_,0.45,1
4_1_cts,Pon_Dly$_DFF_P_,CS[0]$_DFF_P_,0.46,1
==> kinds of logic after synthesis <==
group / after synthesis
AND/OR/NAND/NOR: 113
AND-OR/OR-AND: 52
flip-flops: 52
buffers and inverters: 20
XOR/XNOR: 9
latches: 9
multiplexers: 4
adder cells (fa/ha/maj): 2
other: 1
==> critical path: cells and delay by family <==
family          cells  cell delay (ns)
buf+inv             2             0.33
simple gates        1             0.55
compound gates      3             0.57
==> where the power goes <==
part	switching (uW)	total [uW]	internal, uW
Combinational	38.7	83.7	45.0
Sequential	10.7	487	476
Clock	173	314	141
==> registers in the layout, summed over array words and instances, names as in the netlist <==
| name | count |
|---|---|
| Pon_Dly | 1 |
| L1.Busy | 1 |
| GPIO_LED | 8 |
| L1.D_out | 4 |
| CS | 17 |
| L1.Data | 8 |
| L1.E | 1 |
| L1.Dlbit | 1 |
| L1.RS_out | 1 |
| L1.counter | 17 |
| L1.Enb | 1 |
| LCDfinish | 1 |
==> layout by cell type (no fill, tap or decap), drive strengths merged, types with 3 or more instances in the layout <==
cell type	instances
nand3	10
o21ai	6
and3	4
a31oi	4
inv	25
a21oi	14
or3	5
buf	27
clkdlybuf4s15	3
dlygate4sd2	3
clkdlybuf4s50	21
a221o	4
xnor2	7
nor2	28
dlxtn	9
edfxtp	5
nand2b	3
nor3	16
o21a	3
clkbuf	9
nand2	15
or2	7
o31ai	7
and2	5
dfxtp	47
nor4	7
nor2b	5
==> what timing repair did <==
| action | in CTS | in global routing |
|---|---|---|
| gates resized | 30 | 8 |
| pin swaps | 10 | 7 |
| setup endpoints to repair | 14 | 10 |
| buffers inserted | 7 | 0 |
Power figures rest on the tool's default switching activity, not on a simulated workload.
