==> flow/design.v <==
module B2BCD(binary, dig4, dig3, dig2 ,dig1);
	input		[10:0]	binary;
	output	reg	[3:0]	dig4, dig3, dig2, dig1;
	reg		[10:0]	bin;
	reg		[15:0]	tmp;
	always @(binary)	begin
		bin = binary;
		tmp = 0;
		repeat(10)
			begin
				tmp[0] = bin[10];
				if (tmp[3:0] > 4)	tmp[3:0] = tmp[3:0]+3;
				if (tmp[7:4] > 4)	tmp[7:4] = tmp[7:4]+3;
				if (tmp[11:8] > 4)	tmp[11:8] = tmp[11:8]+3;
				if (tmp[15:12] > 4)	tmp[15:12] = tmp[15:12]+3;
				tmp = tmp << 1;
				bin = bin << 1;
			end
		tmp[0] = bin[10];
		dig4 <= tmp[15:12];
		dig3 <= tmp[11:8];
		dig2 <= tmp[7:4];
		dig1 <= tmp[3:0];
	end
endmodule 
==> flow/run.sh <==
#!/bin/bash
# OpenROAD 26Q1-2900-gdf79404cd8, Yosys 0.63+post, stock flow scripts
make -C /OpenROAD-flow-scripts/flow DESIGN_CONFIG=/design/flow/config.mk WORK_HOME=/design/flow/orfs finish
==> flow/config.mk <==
export PLATFORM = sky130hd
export DESIGN_NAME = B2BCD
export DESIGN_NICKNAME = B2BCD
export VERILOG_FILES = /design/flow/design.v
export SDC_FILE = /design/flow/constraint.sdc
export NUM_CORES = 4
export LEC_CHECK = 1
export CORE_AREA = 10 10 98 98
export DIE_AREA = 0 0 108 108
==> flow/constraint.sdc <==
current_design B2BCD

set clk_period 9.2
set clk_io_pct 0.2

create_clock -name clk0 -period $clk_period

set non_clock_inputs [all_inputs -no_clocks]
set_input_delay [expr $clk_period * $clk_io_pct] -clock clk0 $non_clock_inputs
set_output_delay [expr $clk_period * $clk_io_pct] -clock clk0 [all_outputs]
==> results.sh <==
# physical design summary
export IMPL_crit_end="dig2[0]"
export IMPL_place_inst=517
export IMPL_grt_overflow=0
export IMPL_cp_slowest_cell="o311ai_4"
export IMPL_dr_pass1_iters=4
export IMPL_syn_avg_cell_area_um2=7.203
export IMPL_ys_area_mm2=0.002190
export IMPL_path_depth=32
export IMPL_dp_hpwl_um=4805
export IMPL_p_switching_mw=0.3681
export IMPL_cp_common_cell="buf_6"
export IMPL_hold_buffers=0
export IMPL_tool_warnings=45
export IMPL_common_cells="25 x nor2_1, 22 x ha_1, 22 x nand2_1"
export IMPL_p_int_mw=0.5131
export IMPL_maxCapViolCount=0
export IMPL_period_used_pct=99.66
export IMPL_fin_setup_tns_ns=0
export IMPL_io_pins=27
export IMPL_drt_total_wl_um=7325
export IMPL_setup_viol_count_final=0
export IMPL_dp_slack_ns=-0.8428
export IMPL_die_y_um=108
export IMPL_crit_buf_inv=10
export IMPL_worstPathRequired_ns=7.36
export IMPL_vias=2877
export IMPL_most_common_cell="nor2_1"
export IMPL_slew_viol_final=0
export IMPL_crit_family="AND-OR/OR-AND gates"
export IMPL_wl_per_cell_um=12.90
export IMPL_clkbuf_count=0
export IMPL_netlist_area_mm2=0.002190
export IMPL_fin_crit_ns=9.168
export IMPL_area_leaders="ha_1 13%, mux2i_1 6.4%, o211ai_1 4.5%, xnor2_1 4.4%, nor2_1 4.3%"
export IMPL_viasPerCell=5.065
export IMPL_ys_cells=304
export IMPL_grt_max_degree=29
export IMPL_track_usage_pct=11.47
export IMPL_io_buffers=23
export IMPL_syn_inst=304
export IMPL_nFillCells=643
export IMPL_synth_top_cell_area_share_pct=12.57
export IMPL_cp_end_kind="output pin"
export IMPL_first_iter_violations=106
export IMPL_arrival_ns=7.33
export IMPL_finalWeightedCongestion=0.9228
export IMPL_maxSlewHeadroom_pct=58.31
export IMPL_critical_path_class="input port to output pin"
export IMPL_core_area_mm2=0.007647
export IMPL_area_growth_pct=87.66
export IMPL_flop_area_um2=0
export IMPL_seq_cells=0
export IMPL_sw_frac_of_total_pct=41.77
export IMPL_fp_util_pct=28.63
export IMPL_slowest_delay_ns=0.35
export IMPL_drtAntennaViolNets=0
export IMPL_rsz0062_at_grt="yes"
export IMPL_yosysTopAreaCell="ha_1"
export IMPL_fmax_ghz=0.1091
export IMPL_hold_class="input port to output pin"
export IMPL_ys_seq_share_pct=0
export IMPL_antenna_found_initial=0
export IMPL_grt_pass1_wl_um=11960
export IMPL_ir_drop_mv=0.1639
export IMPL_instances_no_fill=568
export IMPL_die_w_um=108
export IMPL_first_global_vias=2691
export IMPL_status="complete, no violations"
export IMPL_hold_violations=0
export IMPL_start_kind="input port"
export IMPL_pwr_share_comb_pct=100.0
export IMPL_drc=0
export IMPL_leakagePower_nw=1.845
export IMPL_crit_fanout=8
export IMPL_worst_slack_ns=0.03155
export IMPL_drive_gt1_share_pct=56.01
export IMPL_critPathLaunch="binary[8]"
export IMPL_chip_area_mm2=0.01166
export IMPL_clkPwrFrac_pct=0
export IMPL_ys_warn_count=1
export IMPL_rows=32
export IMPL_tightest_slew_ns=0.6253
export IMPL_synth_cell_types=77
export IMPL_diodes=0
export IMPL_power_density_mw_per_mm2=214.5
export IMPL_p_seq_share_pct=0
## power by group through the flow
| stage | logic, mW | registers (mW) | clock network [mW] |
|---|---|---|---|
| 6_report | 0.881 | 0 | 0 |
| 5_1_grt | 0.962 | 0 | 0 |
| 4_1_cts | 0.792 | 0 | 0 |
## layer usage
metal | part of all wire (%) | track usage [%] | wire [µm]
met4 | 0.31 | 1.050 | 23
met1 | 53 | 16.68 | 3879
met2 | 44 | 18.88 | 3257
met3 | 2.2 | 0.6627 | 163
met5 | 0 | 0 | 0
## stage by stage
step,util (%),total power [mW],cell area [µm²],hold slack [ns]
global route,53.73,0.9625,4109,3.680
floorplan,-,0.3673,2266,3.746
CTS,49.80,0.7916,3809,3.680
detailed placement,43.41,0.6869,3319,3.680
global placement,43.41,0.6792,3319,3.680
finish,53.73,0.8812,4109,3.680
## area by class of cell
| class | instances | area (µm²) | area share (%) |
|---|---|---|---|
| Inverter | 20 | 85.08 | 2.071 |
| Multi-Input combinational cell | 269 | 2505 | 60.96 |
| Tap cell | 102 | 127.6 | 3.106 |
| Timing Repair Buffer | 177 | 1391 | 33.86 |
## how the worst min path moves through the flow
stage / from / to / cells after the start
global route: binary[0] / dig1[0] / 0
CTS: binary[0] / dig1[0] / 0
finish: binary[0] / dig1[0] / 0
## cell usage in the layout, fill, tap and decap left out, types with 4 or more instances in the layout
master,n
nand3_1,10
o211ai_1,13
o21ai_1,5
a21oi_4,4
buf_6,13
mux2_4,4
nor2_1,19
a211o_1,4
nor3_1,6
clkdlybuf4s50_1,8
a21oi_2,4
o21ai_2,4
nand2_1,21
nor4_2,4
buf_2,5
mux2i_1,12
ha_1,10
ha_4,5
a21o_1,6
xnor2_1,8
a21oi_1,8
inv_1,12
ha_2,7
inv_4,4
buf_4,142
clkbuf_2,5
nor2_2,6
## logic make-up (layout without fill, tap and decap cells)
logic type,after synthesis,in the layout,synth area share (%)
and+or+nand+nor,114,114,27.60
adders and majority gates,22,22,12.57
xor gates and xnor gates,15,15,7.600
muxes,20,20,9.828
buffers and inverters,36,197,7.028
other,1,2,0.1713
AOI/OAI and AO/OA,96,96,35.20
## timing repair
item                                    CTS  global route
pin swaps                                32            55
resized                                  74            68
setup buffers                            38            20
gates cloned                              0             0
endpoints found under the setup margin   12            12
Power and IR drop assume default switching activity.
