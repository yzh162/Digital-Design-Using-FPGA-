$ cat flow/run.sh
#!/bin/bash
# OpenROAD 26Q1-2900-gdf79404cd8, Yosys 0.63+post, stock flow scripts
make -C /OpenROAD-flow-scripts/flow DESIGN_CONFIG=/design/flow/config.mk WORK_HOME=/design/flow/orfs finish
$ cat flow/config.mk
export PLATFORM = sky130hd
export DESIGN_NAME = ps2kbd
export DESIGN_NICKNAME = ps2kbd
export VERILOG_FILES = /design/flow/design.v
export SDC_FILE = /design/flow/constraint.sdc
export NUM_CORES = 4
export LEC_CHECK = 1
export CORE_AREA = 10 10 100 100
export DIE_AREA = 0 0 110 110
$ cat flow/constraint.sdc
current_design ps2kbd

set clk_period 2.9
set clk_io_pct 0.2

create_clock -name clk0 -period $clk_period [get_ports {KeyClk}]

set non_clock_inputs [all_inputs -no_clocks]
set_input_delay [expr $clk_period * $clk_io_pct] -clock clk0 $non_clock_inputs
set_output_delay [expr $clk_period * $clk_io_pct] -clock clk0 [all_outputs]
$ cat flow/design.v
`timescale 1ns / 1ps
module ScanRom(ScanValue, ScanCode);
    output reg [7:0]   ScanValue;
	 input      [7:0]   ScanCode;
    always @(ScanCode) begin
       case (ScanCode)
		    8'h45  : ScanValue = "0";
		    8'h16  : ScanValue = "1";
		    8'h1E  : ScanValue = "2";
		    8'h26  : ScanValue = "3";
		    8'h25  : ScanValue = "4";
		    8'h2E  : ScanValue = "5";
		    8'h36  : ScanValue = "6";
		    8'h3D  : ScanValue = "7";
		    8'h3E  : ScanValue = "8";
		    8'h46  : ScanValue = "9";
		    8'h55  : ScanValue = "+";
		    8'h7C  : ScanValue = "*";
		    8'h41  : ScanValue = "<";
		    8'h49  : ScanValue = ">";
		    8'h5A  : ScanValue = "=";
		    8'h76  : ScanValue = "E";
			 default: ScanValue = 8'hFF;
		 endcase
	 end
endmodule
module ps2kbd(KeyClk, KeyData, ScanValue, KbdCodeValid);
	 input                KeyClk, KeyData;
	 output     [7:0]     ScanValue;
	 output reg           KbdCodeValid;      
	 reg [7:0]            ScanCode, PreviousScanCode;
	 reg [3:0]            BitCtr;
   ScanRom S1 (ScanValue, ScanCode);
	 always @(negedge KeyClk) begin
       case (BitCtr)
		    0: begin
			       KbdCodeValid <= 0;
			       if(KeyData != 0) begin
					    ScanCode <= 0;
					    BitCtr <= 0;
					 end else BitCtr <= 1;     
				 end
		    1, 2, 3, 4, 5, 6, 7, 8 : begin 
			                             ScanCode[BitCtr-1] <= KeyData;
												  BitCtr <= BitCtr + 1;
                           		  end
		    9: begin
			       if(~(^ScanCode) != KeyData) begin   
					    ScanCode <= 0;
					    BitCtr <= 0; 
					 end else begin
					    BitCtr <= BitCtr + 1;  
						 if(PreviousScanCode == 8'hF0) begin  
					      KbdCodeValid <= 1;
					    end
					 end
				 end
		    10: begin
		          if(KeyData != 1) begin
				       ScanCode <= 0;      
						 PreviousScanCode <= 0;
						 BitCtr <= 0;
				    end
                PreviousScanCode <= ScanCode;
					 BitCtr <= 0;
					 KbdCodeValid <= 0;  
				  end  
		    default : begin
			              BitCtr <= 0;
							  KbdCodeValid <= 0;
						  end
		 endcase
	 end
endmodule
==> flow_metrics.py <==
# Auto-generated metrics
metrics = {
    "place": {
        "dp.final_hpwl_mm": 3.43,
        "place_congestion": 0.865,
        "portBuffers": 10,
    },
    "clocking": {
        "cts.sinks": 21,
        "cts_tree": "yes",
        "htree_levels": 1,
        "clockRootBuffer": "clkbuf_8",
        "path_clk_slew_ns": 0.03,
        "clock_latency_ns": 0.35,
        "hold_buffers": 0,
        "cts_buffers": 3,
        "clockBufferDepth": 2,
    },
    "yosys": {
        "netlist_area_sq_um": 1830,
        "ys_top_cells_by_count": "nand2_1, ha_1, edfxtp_1",
        "yosysMostFrequentCell": "nand2_1",
        "top_cell_area_share_pct": 27.8,
        "area_leaders": "edfxtp_1, ha_1, nand2_1",
        "synth_flops": 21,
        "yosysCellCount": 198,
        "top_area_cell": "edfxtp_1",
        "synth.cellmix.compoundShare_pct": 15.8,
        "synth_async_sr_flop_share_pct": 0,
        "mux_share_pct": 1.64,
        "synth_cell_types": 52,
        "ys_area_sq_um": 1830,
        "synth-simple-area-share_pct": 23.9,
        "yosys.area_share.adder_pct": 17.1,
        "avgSynthCellArea_sq_um": 9.26,
        "synth.yosys.warnings": 2,
        "seq_area_frac_synth_pct": 32.2,
        "flop_cell": "edfxtp_1",
        "syn_inst": 198,
        "edf_count": 17,
        "xor_area_share_pct": 4.98,
        "ys_top_logic_family": "simple AND/OR/NAND/NOR gates",
    },
    "final_layout": {
        "fillers": 703,
        "drive_gt1_share_pct": 46.8,
        "logic_area_sq_um": 1520,
        "area_growth_pct": 65.2,
        "seqCellArea_sq_um": 592,
    },
    "job": {
        "tool_warnings": 63,
        "cap_violations": 0,
    },
    "run_status": {
        "violations": "setup timing",
        "status": "complete, but fails checks",
    },
    "sta": {
        "setup-tns-final_ns": -10.78,
        "setup-violations-final": 8,
        "fin_worst_skew_ns": 0.0289,
        "final_hold_viol_count": 0,
        "report.final.slew_viol_count": 0,
        "setup_slack_ns": -1.42,
        "rsz0062_at_grt": "yes",
        "slew_headroom_pct": 69.9,
        "tightest_slew_ns": 0.445,
    },
    "global_routing": {
        "grt_overflow": 0,
        "grt_usage_pct": 7.93,
        "grt_pass1_vias": 1699,
        "antenna_found_initial": 0,
        "grt_pass1_wl_mm": 8.00,
        "grt_max_degree": 14,
    },
    "power_and_ir_drop": {
        "p_leak_nw": 1.29,
        "power_density_nw_per_um2": 1190,
        "vdd_drop_max_uv": 441,
        "power.total_mw": 3.62,
    },
    "floorplan": {
        "fp_util_pct": 23.5,
        "die_x_um": 110,
        "dieHeight_um": 110,
        "die_area_sq_um": 12100,
        "num_io_pins": 11,
        "core_sq_um": 7810,
        "rows": 32,
    },
    "drt": {
        "vias_per_cell": 4.65,
        "drtIter0Drc": 114,
        "num_vias": 1837,
        "ant_nets": 0,
        "firstDrtPassIters": 4,
        "wl_per_cell_um": 12.9,
        "antenna_cells": 0,
        "drt-total-wl_mm": 5.09,
        "drc_errors": 0,
    },
    "worst_setup_path": {
        "slowest_stage": "or4b_1",
        "crit_type": "flop to output port",
        "max_stage_delay_ns": 0.45,
        "critical_path_arrival_ns": 3.74,
        "cp-end-kind": "output port",
        "worstPathCellList": "buf_6 -> inv_8 -> ha_4 -> a22oi_2 -> o211ai_1 -> or2_4 -> o22ai_2 -> or4b_1 -> buf_2",
        "cp_max_fo": 3,
        "cp_data_required_time_ns": 2.32,
        "crit_family": "simple AND/OR/NAND/NOR gates",
        "worstSetupStartpointType": "flop",
        "path_buffers": 3,
    },
    "min_path": {
        "hold_path.class": "flop to flop",
    },
}
[metrics by stage]
step / util [%] / hold slack [ns] / instances / cell area, sq um / setup slack [ns]
after floorplan: - / 0.450 / 198 / 1890 / -0.803
after global placement: 30.8 / 0.475 / 348 / 2400 / -1.35
after detailed placement: 30.8 / 0.481 / 348 / 2400 / -1.36
after CTS: 35.7 / 0.473 / 390 / 2780 / -1.41
after global routing: 38.8 / 0.581 / 395 / 3030 / -1.53
final: 38.8 / 0.555 / 395 / 3030 / -1.42
[final cells by class]
cell class                 instances  area share, %
multi-input combinational        157           50.1
inverter                          14           1.98
clock inverter                    22           2.89
tap                              102           4.21
timing repair buffer              76           19.9
sequential                        21           19.5
clock buffer                       3           1.36
[per-layer routing]
| metal | up-vias | global-route usage [%] | routed length (um) |
|---|---|---|---|
| li1 | 927 | - | - |
| met3 | 2 | 0.999 | 111 |
| met2 | 30 | 12.4 | 2390 |
| met4 | 0 | 2.04 | 26 |
| met5 | - | 0 | 0 |
| met1 | 878 | 11.5 | 2550 |
[flip-flops by register name, indices dropped and copies added, names as in the netlist]
register          count
BitCtr                4
KbdCodeValid          1
PreviousScanCode      8
ScanCode              8
[power breakdown]
part / total [mW] / internal, mW / switching (mW)
Clock: 0.316 / 0.137 / 0.180
Combinational: 2.75 / 1.46 / 1.30
Sequential: 0.545 / 0.473 / 0.0722
Total: 3.62 / 2.07 / 1.55
[layout by cell type, fill, tap and decap left out, drive strengths merged, types with 2 or more instances in the layout]
| master | synthesis | final |
|---|---|---|
| or3 | 2 | 2 |
| dfxtp | 4 | 4 |
| and2 | 3 | 3 |
| o22ai | 5 | 5 |
| nor2 | 13 | 13 |
| nor4b | 3 | 3 |
| o2111ai | 2 | 2 |
| xnor2 | 3 | 3 |
| clkbuf | 0 | 5 |
| o21ai | 4 | 4 |
| nand4 | 5 | 5 |
| a21o | 3 | 3 |
| xor2 | 4 | 4 |
| a21oi | 4 | 4 |
| nand2 | 27 | 27 |
| edfxtp | 17 | 17 |
| buf | 5 | 74 |
| nand3 | 5 | 5 |
| nor3 | 5 | 5 |
| ha | 25 | 25 |
| inv | 15 | 35 |
| and4b | 2 | 2 |
| nor2b | 4 | 4 |
| a211oi | 4 | 4 |
| o21a | 2 | 2 |
| mux2i | 3 | 3 |
| nor4 | 3 | 3 |
| a31o | 2 | 2 |
| a22oi | 5 | 5 |
| nor4bb | 2 | 2 |
[worst register-to-register path, delay by kind of cell (launching register included)]
family                   cells  cell delay (ns)
adder cells (fa/ha/maj)      2             0.54
buffers and inverters        2             0.22
flip-flops                   1             0.31
multiplexers                 1             0.12
AND/OR/NAND/NOR              5             1.33
[what timing repair did]
item                                    4_1_cts  5_1_grt
endpoints found under the setup margin       26       25
pin swaps                                    20       27
gates resized                                63       39
hold endpoints to repair                      0        0
buffers inserted                             18        5
[cells by family after synthesis]
group,count (synthesis)
mux,3
xor+xnor,8
simple gates,82
fa+ha+maj,25
compound gates,39
buf+inv,20
flops,21
[final timing paths]
| check | from | slack [ns] | end | cells past startpoint |
|---|---|---|---|---|
| worst min register to register | ScanCode[7] | 0.55 | PreviousScanCode[7] | 1 |
| worst min-delay path | ScanCode[7] | 0.55 | PreviousScanCode[7] | 1 |
| worst max-delay path | ScanCode[2] | -1.42 | ScanValue[2] | 9 |
| worst max register to register | BitCtr[1] | 0.12 | ScanCode[7] | 10 |
